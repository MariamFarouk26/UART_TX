`flow/run.sh`:
```
#!/bin/bash
# OpenROAD 26Q1-2900-gdf79404cd8, Yosys 0.63+post, stock flow scripts
make -C /OpenROAD-flow-scripts/flow DESIGN_CONFIG=/design/flow/config.mk WORK_HOME=/design/flow/orfs finish
```
`flow/constraint.sdc`:
```
current_design Uart_TX_top

set clk_period 4.0
set clk_io_pct 0.2

create_clock -name clk0 -period $clk_period [get_ports {clk}]

set non_clock_inputs [all_inputs -no_clocks]
set_input_delay [expr $clk_period * $clk_io_pct] -clock clk0 $non_clock_inputs
set_output_delay [expr $clk_period * $clk_io_pct] -clock clk0 [all_outputs]
```
`flow/config.mk`:
```
export PLATFORM = sky130hd
export DESIGN_NAME = Uart_TX_top
export DESIGN_NICKNAME = Uart_TX_top
export VERILOG_FILES = /design/flow/design.v
export SDC_FILE = /design/flow/constraint.sdc
export NUM_CORES = 4
export LEC_CHECK = 1
export CORE_AREA = 10 10 105 105
export DIE_AREA = 0 0 115 115
```
`flow/design.v`:
```
module FSM
 (
    input wire       data_vaild,
    input wire       parity_EN,
    input wire       serial_done,
    input wire       clk,
    input wire       rst,
    output reg       serializer_EN,
    output reg [1:0] mux_sel,
    output reg       Busy
);
reg [2:0] current_state;
reg [2:0] next_state;
localparam     idle_state   =3'd0 ,
               start_state  =3'd1 ,
               data_state   =3'd2 ,
               parity_state =3'd3 ,
               stop_state   =3'd4 ;
always @(posedge clk or negedge rst )
    begin
        if(!rst)
            current_state <= idle_state;
        else
            current_state <= next_state ;
    end
always @(*)
    begin
        case (current_state)
          idle_state    : begin
                         if(data_vaild)
                            next_state = start_state;
                        else
                            next_state = idle_state;
                            end
          start_state   : begin
                            next_state = data_state;
                            end
          data_state    : begin
                            if(serial_done && parity_EN)
                             next_state=parity_state;
                            else if(serial_done && !parity_EN)
                             next_state=stop_state;
                            else
                             next_state=data_state;
                            end
          parity_state  : begin
                            next_state = stop_state;
                            end
          stop_state    : begin
                            next_state=idle_state;
                            end
            default     : begin
                         next_state=idle_state;
                            end
        endcase
    end
always @(*)
   begin
        case (current_state)
          idle_state    : begin
                             mux_sel=2'd3;   
                             Busy=1'd0;
                             serializer_EN=1'd0;
                          end
          start_state   : begin
                              mux_sel=2'd0;
                              Busy=1'd1;
                              serializer_EN=1'd1;
                          end
          data_state    : begin
                              serializer_EN=1'd1;
                              mux_sel=2'd1;
                              Busy=1'd1;
                          end
          parity_state  : begin
                            serializer_EN=1'd0;
                            mux_sel=2'd2;
                            Busy=1'd1;
                          end
          stop_state    : begin
                            serializer_EN=1'd0;
                            mux_sel=2'd3;
                            Busy=1'd1;
                          end
            default     : begin
                            serializer_EN=1'd0;
                            mux_sel=2'd3;
                            Busy=1'd0;
                         end    
        endcase
    end
endmodule
module Uart_TX_top 
#(parameter in_width =8 ,
            count_width = 4
)
 (  input  wire [in_width-1:0]   parallel_data,
    input  wire                  clk,
    input  wire                  rst,
    input  wire                  data_vaild,
    input  wire                  parity_EN,
    input  wire                  parity_type,
    output wire                  TX_OUT,
    output wire                  Busy
);
wire        serializer_EN;
wire        serial_done;
wire        parity_bit;
wire        serial_data;
wire [1:0]  mux_sel;
FSM u_FSM
(
    .data_vaild    (data_vaild    ),
    .parity_EN     (parity_EN     ),
    .serial_done   (serial_done   ),
    .clk           (clk           ),
    .rst           (rst           ),
    .serializer_EN (serializer_EN ),
    .mux_sel       (mux_sel       ),
    .Busy          (Busy          )
);
 mux u_mux
 (
    .mux_sel     (mux_sel     ),
    .serial_data (serial_data ),
    .parity_bit  (parity_bit  ),
    .TX_OUT      (TX_OUT      )
 );
parity_calculation 
#(
    .in_width    (in_width    )
)
u_parity_calculation(
    .data_vaild    (data_vaild    ),
    .parallel_data (parallel_data ),
    .parity_type   (parity_type   ),
    .parity_EN     (parity_EN     ),
    .clk           (clk           ),
    .rst           (rst           ),
    .parity_bit    (parity_bit    )
);
serializer 
#(
    .in_width    (in_width    ),
    .count_width (count_width )
)
u_serializer(
    .parallel_data (parallel_data ),
    .serializer_EN (serializer_EN ),
    .clk           (clk           ),
    .rst           (rst           ),
    .Busy          (Busy          ),
    .serial_data   (serial_data   ),
    .serial_done   (serial_done   )
);
endmodule
module mux 
(
input  wire [1:0] mux_sel,
input  wire       serial_data,
input  wire       parity_bit,
output reg        TX_OUT
);
localparam start    = 2'd0 ,
           data     = 2'd1 ,
           parity   = 2'd2 ,
           stop     = 2'd3 ;
localparam start_bit = 1'd0 ,
           stop_bit  = 1'd1 ;
    always @(*)
     begin
        case (mux_sel)
            start  : TX_OUT =start_bit   ;
            data   : TX_OUT =serial_data ;
            parity : TX_OUT =parity_bit  ;
            stop   : TX_OUT =stop_bit    ;
            default: TX_OUT =1'd1 ;  
        endcase
    end
endmodule
module parity_calculation  #(parameter in_width =3 )
(
input  wire                 data_vaild,
input  wire [in_width-1:0]  parallel_data,
input  wire                 parity_type,
input  wire                 parity_EN,
input  wire                 clk,
input  wire                 rst,
output reg                  parity_bit
);
localparam     even_parity = 1'd0 ,
               odd_parity  = 1'd1;
reg [in_width-1:0]  parallel_data_reg;
reg 		    parity_bit_reg;
always @(posedge clk or negedge rst) 
begin
if(!rst)
   parallel_data_reg<='d0;   
else if(data_vaild && parity_EN )
   parallel_data_reg<= parallel_data;
end
always @(*)
     begin
        if(parity_EN)
        begin
        case (parity_type)
            even_parity  : begin
                             parity_bit_reg = ^parallel_data_reg  ;
                            end
            odd_parity   : begin
                             parity_bit_reg =  ~^parallel_data_reg;
                            end
            default      : parity_bit_reg =1'd0 ;  
        endcase
        end
        else
        parity_bit_reg = parity_bit;
    end
always @(posedge clk or negedge rst) 
begin
   if(!rst)
	parity_bit <=0;    
   else
	parity_bit <=parity_bit_reg;    
end
endmodule
module serializer #(parameter  in_width =8 ,count_width=4)
 (
    input  wire [in_width-1:0] parallel_data,
    input  wire                serializer_EN,
    input  wire                clk,
    input  wire                rst,
    input  wire                Busy,
    output reg                 serial_data,
    output reg                 serial_done
    );
reg [in_width-1:0]      parallel_data_reg;
reg [count_width-1:0]   index_counter;
always @(posedge clk or negedge rst) 
 begin
 if(!rst)
    parallel_data_reg <='d0;
 else if(!Busy)
    parallel_data_reg <= parallel_data;
 end
always @(posedge clk or negedge rst) 
begin
 if(!rst)
    serial_data <=1'd0;
 else if(serializer_EN && (index_counter != in_width))
    serial_data <= parallel_data_reg[index_counter];
end
always @(posedge clk or negedge rst) 
begin
 if(!rst)
    index_counter <='d0;
 else if((parallel_data_reg != 'd0)&&(index_counter != in_width)&& serializer_EN)
    index_counter <= index_counter + 'd1;
 else if(index_counter == in_width)
    index_counter <='d0;
end
always @(*) 
begin
  if (index_counter == in_width)
    serial_done=1'd1;
    else
    serial_done=1'd0;
end
endmodule
```
==> impl_metrics.json <==
{
  "status": "finished, final reports clean",
  "worstHoldPathType": "reg2reg",
  "root_buffer": "clkbuf_8",
  "hold_ws_ps": 531,
  "setup_tns_ps": 0,
  "period_needed_ps": 2650,
  "topCellsByArea": "dfrtp_1, mux2_2, xnor2_1",
  "grt_pass1_wl_um": 3790,
  "yosysTopAreaCell": "dfrtp_1",
  "period_used_pct": 66.3,
  "insertion_delay_ps": 270,
  "grt_pass1_vias": 767,
  "rr_worst_depth": 6,
  "p_total_mw": 0.997,
  "antenna_left": 0,
  "ys.flop_type": "dfrtp_1",
  "htree_levels": 1,
  "gp_congestion": 0.739,
  "cts_tree": "built",
  "worstPathArrival_ps": 1850,
  "post_cts_resized": 0,
  "drtIter0Drc": 8,
  "synth_stat.cells": 93,
  "slew_violations": 0,
  "crit_path_max_fanout": 9,
  "yosysChipArea_um2": 1250,
  "rsz0062_at_grt": "no",
  "cap_violations": 0,
  "async_flop_share_pct": 100,
  "avgSynthCellArea_um2": 13.5,
  "clk_pin_slew_ps": 90,
  "postSynthCellCount": 93,
  "numClockSinks": 27,
  "r2r_start": "u_serializer.index_counter[0]$_DFFE_PN0P_",
  "worst-slew-pin-transition_ps": 629,
  "final_util_pct": 18.1,
  "synth-edff-count": 0,
  "max_freq_mhz": 377,
  "wl_met3_um": 143,
  "route.met2.wl_um": 1050,
  "viasPerCell": 3.41,
  "grt_util_all_layers_pct": 3.51,
  "drive_above_1_share_pct": 25.0,
  "worstSetupPathType": "reg2out",
  "top_layer": "met4",
  "routed_wl_um": 2270,
  "cp.required_ps": 3200,
  "placed_area_um2": 1540,
  "die_area_um2": 13200,
  "ioPinCount": 15,
  "p_per_area_nw_per_um2": 629,
  "fin_skew_ps": 6.69,
  "yosys_warnings": 4,
  "grt_max_degree": 28,
  "dp_hpwl_um": 1810,
  "syn_to_final_growth_pct": 26.5,
  "synth_flops": 27,
  "cp-start-kind": "flop",
  "cts_setup_buffers": 0,
  "port_buffers": 14,
  "synth_area_um2": 1250,
  "fin_area_um2": 1580,
  "numCtsBuffers": 3,
  "drtPass1Iterations": 2,
  "p_leak_nw": 0.637,
  "top_area_share_pct": 51.9,
  "clock_path_buffers": 2,
  "vdd_drop_max_mv": 0.169,
  "vias": 751,
  "design.core.area_um2": 8760,
  "wl_met1_um": 1050,
  "finalSetupViolCount": 0,
  "n_antenna_cell": 0,
  "fp-row-count": 34,
  "antenna_found_initial": 0,
  "postCtsHoldBufs": 0,
  "die_h_um": 115,
  "critPathCaptureType": "primary output",
  "tool_warnings": 26,
  "fp-utilization_pct": 14.3,
  "reg2reg_to": "u_serializer.index_counter[2]$_DFFE_PN0P_",
  "rrSetupSlack_ps": 2290,
  "wl_per_cell_um": 10.3,
  "final_hold_viol_count": 0,
  "grt-ovfl-total": 0,
  "drc": 0,
  "synth_cell_type_count": 29,
  "fp.dieW_um": 115,
  "slew_headroom_pct": 57.8,
  "critPathLaunch": "u_FSM.current_state[2]$_DFF_PN0_",
  "synth_seq_share_pct": 54.0,
  "critPathCapture": "Busy",
  "nFillCells": 965
}
cells in the mapped netlist (all sizes together), types with 2 or more instances:
library cell and n:
dfrtp 26, mux2 17, nand2 9, xnor2 7, nor2 5, inv 4
nor4 3, a211oi 2, ha 2, mux4 2
worst min path at each step:
| stage | from | endpoint | slack, ps | cells after the start |
|---|---|---|---|---|
| 5_1_grt | u_FSM.current_state[0]$_DFF_PN1_ | u_FSM.current_state[0]$_DFF_PN1_ | 550 | 1 |
| 4_1_cts | u_FSM.current_state[0]$_DFF_PN1_ | u_FSM.current_state[0]$_DFF_PN1_ | 540 | 1 |
| 6_report | u_parity_calculation.parallel_data_reg[7]$_DFFE_PN0P_ | u_parity_calculation.parallel_data_reg[7]$_DFFE_PN0P_ | 530 | 1 |
cells in the final DEF (no fill, tap or decap), types with 2 or more instances in the layout:
| cell type | Yosys | layout |
|---|---|---|
| xnor2_1 | 7 | 7 |
| clkbuf_8 | 0 | 3 |
| nand2_1 | 9 | 9 |
| nor2_1 | 5 | 5 |
| clkdlybuf4s50_1 | 0 | 14 |
| inv_1 | 4 | 4 |
| nor4_1 | 2 | 2 |
| mux2_2 | 16 | 16 |
| ha_1 | 2 | 2 |
| mux4_2 | 2 | 2 |
| dfrtp_1 | 26 | 26 |
stage by stage:
step,worst slack (ps),std cells
after floorplan,2210,93
after global placement,1610,216
after detailed placement,1580,216
after CTS,1270,220
after global routing,1210,220
final,1350,220
critical path: stages (launching register included):
cell	delay [ps]
dfrtp_1	460
nor4_4	610
inv_1	80
clkdlybuf4s50_1	430
layout make-up:
type	instances	area (µm²)	area share, %
sequential	27	677	42.7
tap	108	135	8.53
clock buffer	3	41.3	2.61
timing repair buffer	15	148	9.32
multi-input combinational	62	561	35.4
inverter	4	15.0	0.948
clock inverter	1	7.51	0.474
metal layers:
layer / track usage [%] / up-vias
met5: 0 / -
met4: 0.413 / 0
met3: 1.53 / 2
met2: 5.29 / 13
met1: 4.74 / 372
li1: - / 364
cells by family after synthesis:
logic type	after synthesis	synth area share, %
flip-flops	27	54.0
AND/OR/NAND/NOR	23	10.4
multiplexers	20	19.7
XOR/XNOR	9	7.39
AND-OR/OR-AND	8	5.30
buffers and inverters	4	1.20
adder cells (fa/ha/maj)	2	2.00
power by group:
part           leakage, nW  switching [mW]  total (mW)  internal [mW]
Combinational        0.293           0.144       0.379          0.235
Clock               0.0217          0.0828       0.153         0.0706
Sequential           0.322          0.0923       0.464          0.372
Power figures rest on the tool's default switching activity, not on a simulated workload.
